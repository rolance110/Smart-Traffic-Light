File: flow/design.v
module compare (
	input [2:0] main_num,
	input [2:0] left_num,
	input [2:0] sec_num,
	input [2:0] p_num, 
	output wire [2:0] absolute_num,
	output wire m_more,
	output wire l_zero,
	output wire s_more,
	output wire p_more,
);
assign m_more = (main_num > (left_num<<1))? 1'b1 : 1'b0;
assign l_zero = (left_num == 0)? 1'b1 : 1'b0;
assign s_more = (sec_num == main_num)? 1'b1: 1'b0;
assign p_more = (p_num>(main_num+sec_num))? 1'b1: 1'b0;
assign absolute_num[2] = (main_num[2]==1)? 1'b1: 1'b0;
assign absolute_num[1] = (sec_num==main_num)? 1'b1: 1'b0;
assign absolute_num[0] = (left_num == 0)? 1'b1 : 1'b0;
endmodule
File: flow/run.sh
#!/bin/bash
# OpenROAD 26Q1-2900-gdf79404cd8, Yosys 0.63+post, stock flow scripts
make -C /OpenROAD-flow-scripts/flow DESIGN_CONFIG=/design/flow/config.mk WORK_HOME=/design/flow/orfs finish
File: flow/config.mk
export PLATFORM = sky130hd
export DESIGN_NAME = compare
export DESIGN_NICKNAME = compare
export VERILOG_FILES = /design/flow/design.v
export SDC_FILE = /design/flow/constraint.sdc
export NUM_CORES = 4
export LEC_CHECK = 1
export CORE_AREA = 10 10 70 70
export DIE_AREA = 0 0 80 80
File: flow/constraint.sdc
current_design compare

set clk_period 3.3
set clk_io_pct 0.2

create_clock -name clk0 -period $clk_period

set non_clock_inputs [all_inputs -no_clocks]
set_input_delay [expr $clk_period * $clk_io_pct] -clock clk0 $non_clock_inputs
set_output_delay [expr $clk_period * $clk_io_pct] -clock clk0 [all_outputs]
==> reports/qor.csv <==
stage;metric;value;unit
run_status;status;completed;
finish;storage element area;0;um^2
grt;largest net degree at the start of global routing;4;
power;Clk network pwr share;0;%
place;pre-CTS setup slack;-0.366;ns
logic_synthesis;synthesized area per cell;7.97;um^2
logic_synthesis;YS chip area;215;um^2
detailed_routing;Antenna Cells;0;
grt;global-route usage over all layers;1.94;%
min_path;Hold Crit Depth;5;
min_path;Hold Crit Endpoint;p_more;
place;post-DP HPWL;718;um
critical_path;Worst EP required;2.64;ns
grt;initial antenna violation count;0;
place;PortBufs;19;
logic_synthesis;# Cells Yosys;27;
sta;f_max;315;MHz
job;max cap viols;0;
job;OpenROAD warning count;33;
power;internal power;0.0390;mW
grt;vias in the first global route;205;
min_path;HP Class;primary input to output port;
die;die height;80;um
logic_synthesis;Gate Count Post-Synth;27;
power;VDD IR-drop max;0.0000183;V
detailed_routing;Routed WL per cell;8.39;um
critical_path;critical path class;primary input to output port;
sta;minimum clock period;3.18;ns
detailed_routing;post-DR vias/cell;2.43;
power;Comb pwr share;100.0;%
detailed_routing;via count;216;
power;register share of total power;0;%
die;Starting Density;6.30;%
power;Net Sw Frac;36.1;%
logic_synthesis;synth unique cells;12;
power;LEAKAGE;0.191;nW
sta;hold_ws;1.93;ns
sta;setup ws final;0.124;ns
critical_path;slowest CP cell;fa_1;
die;die area;6400;um^2
place;routability cong.;0.752;
finish;Fillers;390;
critical_path;CP Max Fanout;2;
finish;Area Overhead vs Synth;110;%
detailed_routing;DR iter-0 viols;1;
critical_path;Worst Path Arrival;2.52;ns
detailed_routing;Antenna Nets Post-Route;0;
logic_synthesis;yosys warns;0;
die;DIE WIDTH;80;um
finish;layout cells sized above 1;9.30;%
detailed_routing;detailed-route DRC error count;0;
sta;unrepaired setup endpoints after global routing;no;
critical_path;CP Cell Sequence;clkdlybuf4s50_1, ha_2, fa_1, inv_2, ha_4, nor2b_1, o21ai_1, a32oi_1, buf_2;
logic_synthesis;largest area contributor in the netlist;ha_1;
sta;Hold Fails Final Rpt;0;
finish;fin cells;89;
min_path;min-delay src;main_num[0];
detailed_routing;Detailed Routing Iterations Pass 1;2;
finish;Flop Count;0;
grt;Overflow after GRT;0;
sta;Slew @ Worst Pin;0.256;ns
critical_path;Setup crit end kind;output port;
cts;post-CTS setup repair buffer count;0;
logic_synthesis;Largest type area fraction;40.7;%
power;Psw;0.0221;mW
power;Final Power;0.0611;mW
logic_synthesis;register area share after synthesis;0;%
finish;Clock buffer cells;0;
sta;setup TNS;0;ns
sta;final cycle utilization of the critical path;96.3;%
sta;fin. max-slew vios;0;
die;io pins;19;
logic_synthesis;Top cells by area;ha_1, inv_1, buf_4;
power;pwr dens;135;nW/um^2
die;row cnt;21;
sta;Rel. slew slack;82.8;%
grt;first-pass GRT wire length;1020;um
place;# placed instances;89;
logic_synthesis;Cell Area, Synth;215;um^2
sta;count of final setup violators;0;
critical_path;Critical Path Source Type;primary input;
die;core area;3420;um^2
critical_path;Crit path largest cell delay;0.51;ns
detailed_routing;final wirelength;747;um
-- per-stage QoR --
stage          instance area (um^2)  utilization (%)
2_1_floorplan                   215                -
5_1_grt                         453             13.3
6_report                        453             13.3
4_1_cts                         438             12.8
3_3_place_gp                    440             12.9
3_5_place_dp                    440             12.9
-- timing repair --
action,CTS,global route
endpoints found under the setup margin,1,1
hold buffers,0,0
resized,5,3
pin swaps,2,3
hold endpoints to repair,0,0
-- cell usage after synthesis (all sizes together) --
| master | instances |
|---|---|
| ha | 7 |
| inv | 7 |
| buf | 3 |
| nor3 | 2 |
| a21oi | 1 |
| a31oi | 1 |
| a32oi | 1 |
| fa | 1 |
| nor2b | 1 |
| o21ai | 1 |
| xnor2 | 1 |
| xor2 | 1 |
-- placed cells by master, fill, tap and decap left out, types with 2 or more instances in the layout --
cell	n
ha_1	5
nor3_1	2
clkdlybuf4s50_1	17
inv_1	6
-- cells by family (layout without fill, tap and decap cells) --
logic type	Yosys count	count (layout)	share of synthesized area, %
XOR/XNOR	2	2	8.14
AND-OR/OR-AND	4	4	11.6
adder cells (fa/ha/maj)	8	8	50.0
AND/OR/NAND/NOR	3	3	7.56
buffers and inverters	10	26	22.7
-- metal layers --
metal | part of all wire [%] | up-vias | global-route usage, %
li1 | - | 119 | -
met1 | 27 | 97 | 1.65
met2 | 73 | 0 | 4.74
met3 | 0 | 0 | 0
met4 | 0 | 0 | 0
met5 | 0 | - | 0
-- critical path: cells and delay by family --
| kind | cells | cell delay, ns |
|---|---|---|
| adders and majority gates | 3 | 0.95 |
| buffers and inverters | 3 | 0.58 |
| AOI/OAI and AO/OA | 2 | 0.21 |
| and+or+nand+nor | 1 | 0.12 |
-- power by group through the flow --
stage / Sequential (mW) / Clock, mW / Combinational [mW]
CTS: 0 / 0 / 0.0604
global route: 0 / 0 / 0.0688
finish: 0 / 0 / 0.0611
-- cell type report --
class                           count  area [um^2]  area share (%)
Inverter                            7         26.3            5.80
Multi-Input combinational cell     17          181            40.1
Tap cell                           46         57.6            12.7
Timing Repair Buffer               19          188            41.4
-- worst max-delay path by stage --
stage,startpoint,cells past startpoint,slack (ns),to
CTS,main_num[0],9,0.009,p_more
global route,sec_num[0],9,0.004,p_more
finish,sec_num[0],9,0.12,p_more
Power is estimated from default activity; no workload was simulated.
